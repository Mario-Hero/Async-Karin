==> design.v <==
`timescale 1ns / 1ps
module registerLeft #(parameter Width=32) (saveReq,saveFin,leftReq,leftFin,in,out);
input saveReq,leftReq;
output reg saveFin=1'b0, leftFin=1'b0;
input [Width-1:0] in;
output reg [Width-1:0] out=0;
reg leftReqBuf=1'b0,leftFinBuf=1'b0,saveReqBuf=1'b0,saveFinBuf=1'b0;
wire eventFin=leftFinBuf|saveFinBuf;
always@(posedge leftReq or posedge leftFinBuf) begin
    if(leftFinBuf) begin 
        leftReqBuf<=1'b0;
        leftFin<=1'b1;
    end
    else begin
        leftReqBuf<=1'b1;
        leftFin<=1'b0;
    end
end
always@(posedge saveReq or posedge saveFinBuf) begin
    if(saveFinBuf) begin
        saveReqBuf<=1'b0;
        saveFin<=1'b1;
    end
    else begin
        saveReqBuf<=1'b1;
        saveFin<=1'b0;
    end
end
always@(posedge saveReqBuf or posedge leftReqBuf or posedge eventFin) begin
if(eventFin) begin
    saveFinBuf<=1'b0;
    leftFinBuf<=1'b0;
    out<=out;
end
else if(saveReqBuf) begin
    saveFinBuf<=1'b1;
    leftFinBuf<=1'b0;
    out<=in;
end
else if(leftReqBuf) begin
    leftFinBuf<=1'b1;
    saveFinBuf<=1'b0;
    out<={out<<1,1'b0};
end
else begin
    leftFinBuf<=1'b0;
    saveFinBuf<=1'b0;
    out<=out;
end
end
endmodule
==> run.sh <==
#!/bin/bash
# OpenROAD 26Q1-2900-gdf79404cd8, Yosys 0.63+post, stock flow scripts
make -C /OpenROAD-flow-scripts/flow DESIGN_CONFIG=/design/flow/config.mk WORK_HOME=/design/flow/orfs finish
==> config.mk <==
export PLATFORM = sky130hd
export DESIGN_NAME = registerLeft
export DESIGN_NICKNAME = registerLeft
export VERILOG_FILES = /design/flow/design.v
export SDC_FILE = /design/flow/constraint.sdc
export NUM_CORES = 4
export LEC_CHECK = 1
export CORE_AREA = 10 10 113 113
export DIE_AREA = 0 0 123 123
==> constraint.sdc <==
current_design registerLeft

set clk_period 1.0
set clk_io_pct 0.2

create_clock -name clk0 -period $clk_period [get_ports {leftReq}]
create_clock -name clk1 -period $clk_period [get_ports {saveReq}]

set non_clock_inputs [all_inputs -no_clocks]
set_input_delay [expr $clk_period * $clk_io_pct] -clock clk0 $non_clock_inputs
set_output_delay [expr $clk_period * $clk_io_pct] -clock clk0 [all_outputs]
==> COMMIT_EDITMSG <==
Update PnR metrics after Yosys + OpenROAD run

* DIE WIDTH: 123 um
- The script logs the ratio of routed vias to standard cells as 4.881.
* Routed via count: 1923
- Half-perimeter wire length of the detailed placement result: 4526 um
- Area growth from synthesis to final layout: 32.29%
- The flow ran to the end, and the final reports show no timing, DRC or antenna violations.
- The OpenROAD report gives the critical path a required time of 0.80 ns.
- Ranking logic cells in the layout by count gives the top entries 64 x clkdlybuf4s50_1, 33 x dfbbp_1, 32 x o21a_1, 32 x a31oi_1.
- Per the OpenROAD floorplan log, the area of the die is 15130 sq um.
* Tool warnings: 28
- Hold Fails Final Rpt: 0
* Wire length per cell: 16.57 um
* Maximum fanout count along the critical path: 1
- Mean instance size in the synthesized netlist: 11.72 sq um
- Checking hold timing, the worst path is listed with class flip-flop to output port.
- The via count of the first global-routing pass is 1929.
* Die height: 123 um
- The report puts the hold buffer count at CTS at 0.
* Number of gates resized after cts: 6
- Max Slew Vio Count: 0
- Std-Cell Rows: 37
* Global-route wire length before repair: 10360 um
* Number of buffer cells added on primary ports: 66
* Cell-by-cell trace of the critical path: buf_2
* Total of endpoints with negative setup slack in the final report: 0
* Max-cap viol count: 0
- Per the layout area report, the combinational gate area comes to 954.7 sq um.
* GRT Util Overall: 8.400%
- Number of DRC markers after the initial detailed-route iteration: 101
- Signal arrival time at the worst endpoint: 0.80 ns
- Routed Wire Length: 6530 um
- Weighted congestion reported at the end of routability-driven placement: 0.7255
* Commonest Layout Cell: clkdlybuf4s50_1
* Number of unconstrained endpoints: 62
* Detailed-router iteration count before antenna repair: 4
- Unique masters post-synth: 19
- Yosys stat cell total: 201
- In the final layout, flip-flops and latches occupy 1204 sq um.
- The cell family contributing the most delay on the critical path is flip-flops.
- Total of fill cells in the finished design: 1030
- Proportion of synthesized chip area in sequential cells: 50.98%
- The worst setup path is launched from a flip-flop.
- Post-CTS timing repair inserted 0 buffers for setup.
- Counting both buffers and inverters, the worst setup path holds a total of 1.
* Top-Level Pins: 68
* ANT cells: 0
- Cell Pwr Density: 495.4 nW/um^2
- Chip area line of the yosys report: 2356 sq um
- Largest net degree at the start of global routing: 67
- The slowest stage of the critical path belongs to the cell dfstp_2.
- Largest stage delay on the critical path: 0.50 ns
- Transition time at the pin with the least slew margin: 0.8923 ns
- Share of the core filled by cells before placement: 22.82%
- Fin worst setup slack: 0.004000 ns
- Setup repair after global routing could not meet its margin everywhere.
- ANT nets after route: 0
- TritonCTS built the clock tree.
* Global route total overflow: 0
- The critical path is of the flip-flop to output port type.
- Adding up every negative setup slack in the final design gives 0 ns.
- Synthesized flop and latch total: 38
- Synthesis warning total: 9
- Peak supply drop: 0.7902 mV
- Leak pwr: 1.064 nW
- Cell area after synthesis: 2356 sq um
* Count of unresolved DRC violations after routing: 0
- In this run the standard cell core region covers 10320 sq um.
* Tightest slew margin relative to the limit: 40.51%
* Number of register pins that no clock reaches: 34
- Per the post-CTS timing run, clock transition at the registers of the reported paths is 0.03 ns.
- Pre-CTS setup slack: -0.1671 ns
- In the final layout, the share of cells above drive strength 1 is 9.690%.
- Initial antenna violation count: 0
* Kind of end point of the critical path: output port
- Instance tally after logic synthesis: 201
[power breakdown]
group	leakage (nW)	internal, W	switching (W)	total (W)
clock network	0.0455	0.000541	0.000135	0.000676
registers	0.505	0.000344	0.0000622	0.000407
logic	0.514	0.000267	0.000195	0.000461
total	1.06	0.00115	0.000391	0.00154
[area by class of cell]
cell class | count | share of cell area [%]
multi-input cells | 139 | 30.63
inverters | 2 | 0.3212
clock buffers | 8 | 2.890
well taps | 136 | 5.460
repair buffers | 71 | 22.08
flip-flops and latches | 38 | 38.62
[cell usage after synthesis]
cell type   n  share of area (%)
clkbuf_1    3               0.48
or2_1       1               0.27
a21oi_1    29                6.2
nor4b_2     3                1.9
dfstp_2     2                2.2
nor2_1      1               0.16
inv_2       1               0.16
a31oi_1    32                8.5
nand2_1     1               0.16
nor4b_1    29                 11
buf_4       3               0.96
dfrtp_1     3                3.2
a21oi_2     3                1.1
buf_2      11                2.3
o21a_1     32                 10
dfbbp_1    33                 46
inv_4       1               0.27
buf_6      11                5.3
conb_1      2               0.32
[final timing paths]
check	start	cells after the start	end
hold / removal	saveFin	1	saveFin
setup / recovery	leftFin	1	leftFin
[sequential cells by signal (all words and copies together), names as in the netlist]
name,flops
saveFinBuf,1
saveFin,1
leftFin,1
leftReqBuf,1
leftFinBuf,1
saveReqBuf,1
out,32
[metal layers]
| layer | global-route usage [%] | vias up | share of wire (%) |
|---|---|---|---|
| met3 | 2.174 | 2 | 6.3 |
| li1 | - | 941 | - |
| met5 | 0 | - | 0 |
| met4 | 0.8006 | 0 | 0.41 |
| met2 | 13.65 | 34 | 48 |
| met1 | 11.61 | 946 | 45 |
[metrics by stage]
| step | hold WS, ns | power [W] | area, sq um | cells | util [%] |
|---|---|---|---|---|---|
| 2_1_floorplan | 0.5257 | 0.0005975 | 2379 | 207 | - |
| 3_3_place_gp | 0.9485 | 0.0008750 | 3037 | 386 | 29.41 |
| 3_5_place_dp | 0.9486 | 0.0008872 | 3037 | 386 | 29.41 |
| 4_1_cts | 0.8643 | 0.001575 | 3117 | 394 | 30.19 |
| 5_1_grt | 0.8760 | 0.001677 | 3117 | 394 | 30.19 |
| 6_report | 0.8555 | 0.001544 | 3117 | 394 | 30.19 |
[cell families after synthesis]
group,Yosys count,share of synthesized area (%)
AOI/OAI and AO/OA,96,25.97
buffers and inverters,30,9.453
DFF,38,50.98
other,2,0.3188
and+or+nand+nor,35,13.28
Power and IR drop assume default switching activity.
