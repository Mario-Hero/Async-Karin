--- /design/flow/run.sh ---
#!/bin/bash
# OpenROAD 26Q1-2900-gdf79404cd8, Yosys 0.63+post, stock flow scripts
make -C /OpenROAD-flow-scripts/flow DESIGN_CONFIG=/design/flow/config.mk WORK_HOME=/design/flow/orfs finish
--- /design/flow/config.mk ---
export PLATFORM = sky130hd
export DESIGN_NAME = minus
export DESIGN_NICKNAME = minus
export VERILOG_FILES = /design/flow/design.v
export SDC_FILE = /design/flow/constraint.sdc
export NUM_CORES = 4
export LEC_CHECK = 1
export CORE_UTILIZATION = 50
--- /design/flow/constraint.sdc ---
current_design minus

set clk_period 1.0
set clk_io_pct 0.2

create_clock -name clk0 -period $clk_period [get_ports {req}]

set non_clock_inputs [all_inputs -no_clocks]
set_input_delay [expr $clk_period * $clk_io_pct] -clock clk0 $non_clock_inputs
set_output_delay [expr $clk_period * $clk_io_pct] -clock clk0 [all_outputs]
--- /design/flow/design.v ---
`timescale 1ns / 1ps
module delayOne(req,fin);
input req;
(* dont_touch="true" *) output reg fin=1'b0;
always@(posedge req or posedge fin) begin
    if(fin) fin<=1'b0;
    else fin<=1'b1;
end
endmodule
`timescale 1ns / 1ps
module minus #(parameter Width=32) (req,fin,x,y,so,couto);
input req;
input [Width-1:0] x,y;
output reg fin=1'b0;
output reg [Width-1:0] so=0;
output reg couto=0;
wire [Width-1:0]s;
wire cout;
wire [Width:0] result;
assign result = {x,1'b1}-{y,1'b0};
assign s = result[Width:1];
assign cout = ~result[0];
wire req2;
delayOne delay1 (req,req2);
always@(posedge req2 or posedge fin) begin
	if(fin) begin
		fin<=1'b0;
		so<=so;
		couto<=couto;
	end
	else begin
		fin<=1'b1;
		so<=s;
		couto<=cout;
	end
end	
endmodule
==> results.sh <==
# physical design summary
export IMPL_ys_area_um2=2880
export IMPL_grt_antenna_before_repair=0
export IMPL_mi_logic_area_um2=1670
export IMPL_end_kind="async pin"
export IMPL_cp_cell_sequence="inv_1"
export IMPL_final_setup_viol_count=0
export IMPL_hold_path_class="register to async pin"
export IMPL_syn2layout_area_growth_pct=35.9
export IMPL_period_needed_ns=0.189
export IMPL_die_width_um=77.9
export IMPL_fin_crit_sh_pct=18.9
export IMPL_seqPwrFrac_pct=14.6
export IMPL_grt_usage_pct=20.1
export IMPL_die_h_um=77.9
export IMPL_dieArea_um2=6060
export IMPL_drv_slew=0
export IMPL_top_area_share_pct=33.4
export IMPL_edf_count=32
export IMPL_p_switching_mw=0.763
export IMPL_yosysWarnings=4
export IMPL_cp_max_fo=2
export IMPL_path_clk_slew_ns=0
export IMPL_rows=27
export IMPL_maxCapViolations=0
export IMPL_drcViolationCount=0
export IMPL_arrival_ns=0.41
export IMPL_hold_violations=0
export IMPL_clock_latency_ns=0
export IMPL_clkPwrFrac_pct=0
export IMPL_largest_area_cell="edfxtp_1"
export IMPL_unclocked_pins=33
export IMPL_crit_family="flip-flops"
export IMPL_post_cts_setup_buffers=0
export IMPL_finalPower_mw=1.81
export IMPL_firstDrtPassIters=4
export IMPL_fin_skew_ns=0
export IMPL_grt_max_degree=34
export IMPL_tool_warnings=29
export IMPL_internal_power_mw=1.04
export IMPL_avgViaCountPerCell=5.24
export IMPL_grt_pass1_wl_mm=9.60
export IMPL_io_pins=99
export IMPL_fin_tns_setup_ns=0
export IMPL_cp_start_kind="register"
export IMPL_holdWs_ns=0.0999
export IMPL_ff_type="edfxtp_1"
export IMPL_antennaDiodeCount=0
export IMPL_most_common_cell="inv_1"
export IMPL_antenna_left=0
export IMPL_p_sw_share_pct=42.2
export IMPL_synth_avg_cell_area_um2=9.19
export IMPL_stdcell_count=474
export IMPL_vias=2486
export IMPL_cts_resized=0
export IMPL_fp_utilization_pct=51.9
export IMPL_grt_pass1_vias=2148
export IMPL_routed_wl_mm=5.73
export IMPL_outcome="finished, final reports clean"
export IMPL_top_cells_by_count="41 x inv_1, 32 x edfxtp_1, 31 x ha_1"
export IMPL_placedCellCount=474
export IMPL_nFillCells=435
export IMPL_cp_slowest_cell="dfrtp_1"
export IMPL_gr_total_overflow=0
export IMPL_yosys_cells=313
export IMPL_regArea_um2=1010
export IMPL_initialDrtViolationCount=119
export IMPL_path_class="register to async pin"
export IMPL_core_area_um2=5540
export IMPL_untimed_endpoints=97
export IMPL_rsz0062_at_grt="no"
export IMPL_drive_gt1_share_pct=2.74
export IMPL_p_leak_nw=1.68
export IMPL_async_flop_share_pct=5.88
export IMPL_synth_flop_count=34
export IMPL_syn_area_um2=2880
export IMPL_utilization_pct=70.6
export IMPL_crit_required_ns=1.22
export IMPL_gp_congestion=0.853
export IMPL_combPwrFrac_pct=85.4
export IMPL_fmax_mhz=5280
export IMPL_numPortBuffers=97
export IMPL_postSynthSeqShare_pct=35.1
export IMPL_wire_per_inst_um=12.1
export IMPL_dp_final_hpwl_mm=4.73
export IMPL_power_density_nw_per_um2=462
export IMPL_crit_buf_inv=1
export IMPL_vdd_ir_drop_worst_mv=0.283
export IMPL_yosysUniqueCellTypes=50
export IMPL_postSynthCellCount=313
export IMPL_ctsHoldBuffers=0
export IMPL_area_leaders="edfxtp_1 33%, ha_1 13%, inv_1 5.4%, xnor2_1 5.2%, a21oi_1 4.7%"
export IMPL_max_stage_delay_ns=0.35
[kinds of logic after synthesis]
kind of cell | synth area share (%)
other | 0.261
adders and majority gates | 14.2
DFF | 35.1
xor gates and xnor gates | 8.22
AOI/OAI and AO/OA | 23.9
and+or+nand+nor | 11.4
buffers and inverters | 6.96
[registers in the layout, indices dropped and copies added (netlist names)]
signal / count
delay1.fin: 1
so: 32
fin: 1
[power groups by stage]
stage                 clock, mW  sequential (mW)  combinational (mW)
final                         0            0.264                1.54
after global routing          0            0.267                1.72
after CTS                     0            0.265                1.55
[placed cells by master, fill, tap and decap left out, types with 10 or more instances in the layout]
cell type / instances
clkdlybuf4s50_1: 97
inv_1: 41
edfxtp_1: 32
ha_1: 31
a21oi_1: 27
nand2_1: 22
nor2_1: 20
xnor2_1: 17
a21o_1: 14
o21ai_0: 11
xor2_1: 10
[worst paths after layout]
check / start / end / slack, ns / depth (start not counted)
max: delay1.fin / delay1.fin / 0.81 / 1
min: delay1.fin / delay1.fin / 0.1 / 1
max reg2reg: delay1.fin / delay1.fin / 0.81 / 1
min reg2reg: delay1.fin / delay1.fin / 0.1 / 1
[metrics by stage]
| step | cell area, µm² | setup WS, ns |
|---|---|---|
| final | 3910 | 0.811 |
| after floorplan | 2880 | 0.527 |
| after CTS | 3910 | 0.807 |
| after global placement | 3910 | 0.811 |
| after detailed placement | 3910 | 0.808 |
| after global routing | 3910 | 0.783 |
[metal layers]
metal	global-route usage (%)	share of wire, %	wire length [µm]	vias up
met1	34.0	51	2900	1109
met4	0.377	0.17	10	0
met5	0	0	0	-
met2	31.8	45	2550	71
met3	0.956	4.6	261	2
li1	-	-	-	1304
[cell type report]
cell class	count	area share, %
inverters	41	3.94
multi-input cells	228	42.7
flip-flops and latches	34	25.9
well taps	72	2.30
repair buffers	99	25.2
