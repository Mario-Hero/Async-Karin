## flow/config.mk

```make
export PLATFORM = sky130hd
export DESIGN_NAME = addTest
export DESIGN_NICKNAME = addTest
export VERILOG_FILES = /design/flow/design.v
export SDC_FILE = /design/flow/constraint.sdc
export NUM_CORES = 4
export LEC_CHECK = 1
export CORE_UTILIZATION = 40
```

## flow/constraint.sdc

```tcl
current_design addTest

set clk_period 9.4
set clk_io_pct 0.2

create_clock -name clk0 -period $clk_period [get_ports {clk}]

set non_clock_inputs [all_inputs -no_clocks]
set_input_delay [expr $clk_period * $clk_io_pct] -clock clk0 $non_clock_inputs
set_output_delay [expr $clk_period * $clk_io_pct] -clock clk0 [all_outputs]
```

## flow/design.v

```verilog
`timescale 1ns / 1ps
module addTest(
    input clk,
    input req_in,
    output fin,
    input [31:0] a_in,
    input [31:0] b_in,
    output wire [31:0] s1,
    output wire cout1,
    output wire [31:0] s2,
    output wire cout2
    );
    reg req=1'b0;
    reg [31:0] a=0,b=0;
    always@(posedge clk) begin
        if(req_in) begin
            req<=1'b1;
            a<=a_in;
            b<=b_in;
        end
    end
    assign {cout1,s1}=a+b;
    add #(32) add (req,fin,a,b,s2,cout2);
endmodule
`timescale 1ns / 1ps
module delayOne(req,fin);
input req;
(* dont_touch="true" *) output reg fin=1'b0;
always@(posedge req or posedge fin) begin
    if(fin) fin<=1'b0;
    else fin<=1'b1;
end
endmodule
`timescale 1ns / 1ps
module add #(parameter Width=32) (req,fin,x,y,so,couto);
input req;
input [Width-1:0] x,y;
output reg fin=1'b0;
output reg [Width-1:0] so=0;
output reg couto=1'b0;
wire [Width-1:0]s;
wire cout;
assign {cout,s} = x+y;
wire req2;
delayOne delay1 (req,req2);
always@(posedge req2 or posedge fin) begin
	if(fin) begin
		fin<=1'b0;
		so<=so;
		couto<=couto;
	end
	else begin
		fin<=1'b1;
		so<=s;
		couto<=cout;
	end
end	
endmodule
```

## flow/run.sh

```bash
#!/bin/bash
# OpenROAD 26Q1-2900-gdf79404cd8, Yosys 0.63+post, stock flow scripts
make -C /OpenROAD-flow-scripts/flow DESIGN_CONFIG=/design/flow/config.mk WORK_HOME=/design/flow/orfs finish
```

==> results.json <==
{
  "status": "complete, no violations",
  "clockPowerShare": 0.302,
  "grt_pass1_vias": 3523,
  "fp_util": 0.412,
  "cp-startpoint": "a[0]$_DFFE_PP_",
  "drc": 0,
  "cap_violations": 0,
  "unclocked_pins": 35,
  "cp_data_arrival_time_ns": 3.35,
  "place_inst": 665,
  "drive_above_1_share": 0.0431,
  "worstSetupPathType": "reg2out",
  "drt-initial-drc-count": 111,
  "port_buffers": 132,
  "cts_root_buffer": "clkbuf_16",
  "syn_avg_cell_area_um2": 12.6,
  "finalHoldViolCount": 0,
  "power.total_mw": 1.05,
  "grt_pass1_wl_mm": 17.5,
  "num_vias": 3567,
  "die_height_um": 113,
  "stdcell_count": 681,
  "yosys_area_um2": 4950,
  "untimed_endpoints": 100,
  "grt-busiest-layer": "met1",
  "cts_made_buffers": 9,
  "endpoint_kind": "output pin",
  "avgViaCountPerCell": 5.24,
  "insertedDiodeCount": 0,
  "synth_top_area_share": 0.595,
  "ir_drop_v": 0.0000725,
  "edf_count": 98,
  "setup_viol": 0,
  "ys_cells": 393,
  "met1_usage": 0.312,
  "grt-ovfl-total": 0,
  "path_max_fanout": 7,
  "rows": 40,
  "worstPathRequired_ns": 7.52,
  "tns_ns": 0,
  "postCtsSetupBuffers": 0,
  "postRouteAntennaNets": 0,
  "postSynthSeqShare": 0.605,
  "ys_types": 49,
  "grt_usage": 0.188,
  "grt_setup_unrepaired": "false",
  "hold_buffers": 0,
  "antenna_found_initial": 0,
  "clk_path_buf_depth": 2,
  "switching_power_uw": 289,
  "swShare": 0.275,
  "tightest_slew_ns": 0.820,
  "cts_resized": 0,
  "pin_count": 133,
  "max-slew-margin-rel": 0.454,
  "final.setup.worst_slack_ns": 4.17,
  "power.density_nw_per_um2": 156,
  "grt_max_degree": 66,
  "dp_hpwl_mm": 8.41,
  "core-area_um2": 12000,
  "cts_max_level": 3,
  "wl_per_cell_um": 15.9,
  "ys.warnings.count": 5,
  "gr-usage-met3": 0.0529,
  "ff_type": "edfxtp_1",
  "place.gp.congestion": 0.883,
  "pre_cts_slack_ns": 4.50,
  "period_used_share": 0.557,
  "synth_flops": 100,
  "top_cell": "edfxtp_1",
  "areaGrowthSynthToFinish_pct": 35.7,
  "die_area_um2": 12800,
  "post-synth-top-area-cell": "edfxtp_1",
  "cp-start-kind": "flip-flop",
  "power_leakage_nw": 2.49,
  "slew_viol_final": 0,
  "p_seq_frac": 0.362,
  "internal-power_uw": 759,
  "drt-total-wl_mm": 10.8,
  "endpoint": "s1[28]",
  "netlist_area_um2": 4950,
  "synth_cells": 393,
  "synthTopCellsByCount": "edfxtp_1, a21oi_1, ha_1",
  "fmax_ghz": 0.191,
  "area_leaders": "edfxtp_1, ha_1, a21oi_1",
  "cts_tree": "yes",
  "async_reset_ff_frac": 0.0200,
  "warnings": 25,
  "drt_first_pass_iters": 4,
  "min_path_type": "in2reg",
  "use_met2": 0.276,
  "fp.dieW_um": 113,
  "clk_pin_slew_ns": 0.05,
  "combPwrFrac": 0.335,
  "period_minus_slack_ns": 5.23
}
## registers in the layout, summed over array words and instances, names as in the netlist
name,count
add.delay1.fin,1
add.couto,1
b,32
add.fin,1
req,1
add.so,32
a,32
## final cells by class
cell class,instances,area (um^2)
Clock buffer,9,225
Multi-Input combinational cell,272,1870
Timing Repair Buffer,135,1340
Sequential cell,100,2990
Inverter,11,41.3
Clock inverter,7,61.3
Tap cell,147,184
Fill cell,974,5300
## power by group through the flow
stage | Clock (mW) | Combinational, mW | Sequential (mW)
6_report | 0.317 | 0.352 | 0.380
5_1_grt | 0.336 | 0.391 | 0.382
4_1_cts | 0.326 | 0.356 | 0.380
## critical path, cell delays in order, from the launching register on
cell,delay (ns)
edfxtp_1,0.36
ha_1,0.23
fa_1,0.43
a211oi_1,0.41
o211ai_1,0.19
a21oi_1,0.22
a21oi_2,0.13
a21o_1,0.20
a311oi_1,0.33
clkdlybuf4s50_1,0.53
## placed cells by master (no fill, tap or decap), types with 8 or more instances in the layout
cell	Yosys	routed
xor2_1	10	10
ha_1	32	32
inv_1	11	11
a31oi_1	8	8
o21ai_0	11	11
xnor2_1	14	14
nand3_1	9	9
nand2_1	27	27
nor3_1	10	10
o21ai_1	9	9
o211ai_1	8	8
edfxtp_1	98	98
nor2_1	21	21
clkdlybuf4s50_1	0	131
clkbuf_16	0	9
a21oi_1	39	39
## per-stage QoR
stage	util	hold WS, ns	instance area, um^2
floorplan	-	1.98	4960
global placement	0.535	2.44	6430
detailed placement	0.535	2.44	6430
CTS	0.559	2.09	6720
global route	0.559	2.10	6720
finish	0.559	2.11	6720
## worst min-delay path by stage
stage,from,end,slack [ns],depth (start not counted)
final,a_in[12],a[12]$_DFFE_PP_,2.11,1
after CTS,a_in[12],a[12]$_DFFE_PP_,2.09,1
after global routing,a_in[13],a[13]$_DFFE_PP_,2.10,1
## layer usage
layer,share of wire,vias up
met2,0.45,124
met1,0.46,1651
met4,0.012,0
li1,-,1784
met3,0.073,8
met5,0,-
## cells by family (layout without fill, tap and decap cells)
| logic type | count (synthesis) | in the layout | synth area share |
|---|---|---|---|
| adders and majority gates | 33 | 33 | 0.0850 |
| other | 1 | 3 | 0.000758 |
| and+or+nand+nor | 96 | 96 | 0.0951 |
| muxes | 1 | 1 | 0.00303 |
| buffers and inverters | 23 | 162 | 0.0185 |
| DFF | 100 | 100 | 0.605 |
| xor gates and xnor gates | 24 | 24 | 0.0425 |
| AOI/OAI and AO/OA | 115 | 115 | 0.150 |
Power figures rest on the tool's default switching activity, not on a simulated workload.
